<file path="/design/flow/run.sh">
#!/bin/bash
# OpenROAD 26Q1-2900-gdf79404cd8, Yosys 0.63+post, stock flow scripts
make -C /OpenROAD-flow-scripts/flow DESIGN_CONFIG=/design/flow/config.mk WORK_HOME=/design/flow/orfs finish
</file>
<file path="/design/flow/config.mk">
export PLATFORM = sky130hd
export DESIGN_NAME = MS_DMAC_AHBL
export DESIGN_NICKNAME = MS_DMAC_AHBL
export VERILOG_FILES = /design/flow/design.v
export SDC_FILE = /design/flow/constraint.sdc
export NUM_CORES = 4
export LEC_CHECK = 1
export CORE_UTILIZATION = 50
</file>
<file path="/design/flow/constraint.sdc">
current_design MS_DMAC_AHBL

set clk_period 12.3
set clk_io_pct 0.2

create_clock -name clk0 -period $clk_period [get_ports {HCLK}]

set non_clock_inputs [all_inputs -no_clocks]
set_input_delay [expr $clk_period * $clk_io_pct] -clock clk0 $non_clock_inputs
set_output_delay [expr $clk_period * $clk_io_pct] -clock clk0 [all_outputs]
</file>
<file path="/design/flow/design.v">
`timescale          1ns/1ps
`default_nettype    none
module MS_DMAC_AHBL (
    input   wire    HCLK,
    input   wire    HRESETn,
    output  wire    IRQ,
    input wire          HSEL,
    input wire [31:0]   HADDR,
    input wire [1:0]    HTRANS,
    input wire          HWRITE,
    input wire          HREADY,
    input wire [31:0]   HWDATA,
    input wire [2:0]    HSIZE,
    output wire         HREADYOUT,
    output wire [31:0]  HRDATA,
    output wire [31:0]  M_HADDR,
    output wire [1:0]   M_HTRANS,
    output wire [2:0] 	M_HSIZE,
    output wire         M_HWRITE,
    output wire [31:0]  M_HWDATA,
    input wire          M_HREADY,
    input wire [31:0]   M_HRDATA
);
    localparam  CTRL_REG_OFF    =   8'h00, 
                STATUS_REG_OFF  =   8'h04, 
                SADDR_REG_OFF   =   8'h08,
                DADDR_REG_OFF   =   8'h0C,
                SIZE_REG_OFF    =   8'h10,
                TRIG_REG_OFF    =   8'h14;
    wire [31:0] STATUS_REG;
    wire done;
    assign      STATUS_REG  = {31'h0,done};
    assign      IRQ         = done;
    reg             last_HSEL; 
    reg [31:0]      last_HADDR; 
    reg             last_HWRITE; 
    reg [1:0]       last_HTRANS; 
    always@ (posedge HCLK or negedge HRESETn) begin
        if(!HRESETn) begin 
            last_HSEL       <= 0;   
            last_HADDR      <= 0;  
            last_HWRITE     <= 0; 
            last_HTRANS     <= 0; 
        end else if(HREADY) begin
            last_HSEL       <= HSEL;   
            last_HADDR      <= HADDR;  
            last_HWRITE     <= HWRITE; 
            last_HTRANS     <= HTRANS; 
        end
    end
    wire rd_enable = last_HSEL & (~last_HWRITE) & last_HTRANS[1]; 
    wire wr_enable = last_HSEL & (last_HWRITE) & last_HTRANS[1];
    reg [32-1:0] CTRL_REG; 
        wire CTRL_REG_sel = wr_enable & (last_HADDR[15:0] == CTRL_REG_OFF); 
        always @(posedge HCLK or negedge HRESETn) 
            if (~HRESETn) 
                CTRL_REG <= 'h0; 
            else if (CTRL_REG_sel) 
                CTRL_REG <= HWDATA[32-1:0];   
    reg [32-1:0] SADDR_REG; 
        wire SADDR_REG_sel = wr_enable & (last_HADDR[15:0] == SADDR_REG_OFF); 
        always @(posedge HCLK or negedge HRESETn) 
            if (~HRESETn) 
                SADDR_REG <= 'h0; 
            else if (SADDR_REG_sel) 
                SADDR_REG <= HWDATA[32-1:0];
    reg [32-1:0] DADDR_REG; 
        wire DADDR_REG_sel = wr_enable & (last_HADDR[15:0] == DADDR_REG_OFF); 
        always @(posedge HCLK or negedge HRESETn) 
            if (~HRESETn) 
                DADDR_REG <= 'h0; 
            else if (DADDR_REG_sel) 
                DADDR_REG <= HWDATA[32-1:0];
    reg [16-1:0] SIZE_REG; 
        wire SIZE_REG_sel = wr_enable & (last_HADDR[15:0] == SIZE_REG_OFF); 
        always @(posedge HCLK or negedge HRESETn) 
            if (~HRESETn) 
                SIZE_REG <= 'h0; 
            else if (SIZE_REG_sel) 
                SIZE_REG <= HWDATA[16-1:0];
    reg             TRIG_REG;
    wire TRIG_REG_sel = wr_enable & (last_HADDR[7:0] == TRIG_REG_OFF);
    always @(posedge HCLK or negedge HRESETn)
    begin
        if (~HRESETn)
            TRIG_REG <= 1'h0;
        else if (TRIG_REG_sel)
            TRIG_REG <= HWDATA[0];
        else if(done)
            TRIG_REG <= 1'h0;
    end  
    wire [0-0:0] CTRL_REG_EN = CTRL_REG[0:0];
    wire [11-8:0] CTRL_REG_TRIGGER = CTRL_REG[11:8];
    wire [17-16:0] CTRL_REG_SRC_TYPE = CTRL_REG[17:16];
    wire [20-18:0] CTRL_REG_SRC_AI = CTRL_REG[20:18];
    wire [25-24:0] CTRL_REG_DEST_TYPE = CTRL_REG[25:24];
    wire [28-26:0] CTRL_REG_DEST_AI = CTRL_REG[28:26];
    assign HRDATA =
        (last_HADDR[15:0] == CTRL_REG_OFF) ? CTRL_REG :
        (last_HADDR[15:0] == STATUS_REG_OFF) ? STATUS_REG :
        (last_HADDR[15:0] == SADDR_REG_OFF) ? SADDR_REG :
        (last_HADDR[15:0] == DADDR_REG_OFF) ? DADDR_REG :
        (last_HADDR[15:0] == SIZE_REG_OFF) ? SIZE_REG :
        (last_HADDR[15:0] == TRIG_REG_OFF) ? TRIG_REG :
        32'hDEADBEEF; 
    localparam  IDLE_STATE  =   5'b00001,
                RA_STATE    =   5'b00010, 
                RD_STATE    =   5'b00100,
                WA_STATE    =   5'b01000,
                WD_STATE    =   5'b10000;
    reg [4:0] state, nstate;
    always @(posedge HCLK or negedge HRESETn)
        if(!HRESETn) state <= IDLE_STATE;
        else state <= nstate;
    always @*
        case(state)
            IDLE_STATE: if(TRIG_REG & CTRL_REG_EN) 
                            nstate = RA_STATE; 
                        else 
                            nstate = IDLE_STATE;
            RA_STATE:   if(M_HREADY) nstate = RD_STATE; else nstate = RA_STATE;
            RD_STATE:   if(M_HREADY) nstate = WA_STATE; else nstate = RD_STATE;
            WA_STATE:   if(M_HREADY) nstate = WD_STATE; else nstate = WA_STATE;
            WD_STATE:   if(M_HREADY) begin
                            if(done)
                                nstate = IDLE_STATE;
                            else  
                                nstate = RA_STATE; 
                        end else nstate = WD_STATE;
            default: nstate = state;
        endcase 
    reg  [15:0] CNTR;
    wire [17:0] R_CNTR = (CTRL_REG_SRC_AI == 4) ? CNTR << 2 :
                          (CTRL_REG_SRC_AI == 2) ? CNTR << 1 : 
                          (CTRL_REG_SRC_AI == 1) ? CNTR      : CNTR;
    wire [17:0] W_CNTR  = (CTRL_REG_DEST_AI == 4) ? CNTR << 2 :
                          (CTRL_REG_DEST_AI == 2) ? CNTR << 1 : 
                          (CTRL_REG_DEST_AI == 1) ? CNTR      : CNTR;
    wire [31:0] R_ADDR = (CTRL_REG_SRC_AI != 0) ? (SADDR_REG + R_CNTR) : SADDR_REG;
    wire [31:0] W_ADDR = (CTRL_REG_DEST_AI != 0) ? (DADDR_REG + W_CNTR) : DADDR_REG;
    always @(posedge HCLK or negedge HRESETn)
        if(!HRESETn) CNTR <= 16'h0;
        else if (TRIG_REG_sel) CNTR <= 16'h0;
        else if((state==WD_STATE) & M_HREADY & ((CTRL_REG_SRC_AI!=0) || (CTRL_REG_DEST_AI!=0)) & TRIG_REG) CNTR <= CNTR + 16'h1;
    assign done = (CNTR == SIZE_REG) & CTRL_REG_EN;
    assign HREADYOUT = 1'b1;
    reg [31:0] rdata;
    always @(posedge HCLK)
        if((state == RD_STATE) & M_HREADY)
            rdata <= M_HRDATA;
    wire [31:0] aligned_rdata = (CTRL_REG_SRC_TYPE == 2 & CTRL_REG_DEST_TYPE == 1 & M_HADDR[1]) ? {rdata[15:0], rdata[15:0]} : rdata;  
    assign M_HADDR = (state == RA_STATE) ? R_ADDR : W_ADDR;
    assign M_HTRANS =  M_HREADY & ((state == RA_STATE) || (state == WA_STATE)) ? 2'h2 : 2'h0;
    assign M_HWDATA = (state == WD_STATE)  ? aligned_rdata : 32'hEEEEEEEE;
    assign M_HWRITE = (state == WA_STATE)  ? 1'b1 : 1'b0; 
    assign M_HSIZE = (state == RA_STATE) ? CTRL_REG_SRC_TYPE : CTRL_REG_DEST_TYPE;
endmodule
</file>
==> results.toml <==
# physical design summary
[floorplan]
fp.dieW_um = 160
core-area_um2 = 24300
die_area_um2 = 25500
ios = 211
initCoreUtil_pct = 51.0
row_count = 57
die.size.y_um = 160

[yosys]
syn_inst = 1278
synth_chip_area_um2 = 12400
yosys_warnings = 1
synth-edff-count = 32
flop_cell = "dfrtp_1"
async_reset_ff_share_pct = 82.7
syn-cell-area_um2 = 12400
syn_area_per_cell_um2 = 9.71
ys_seq_share_pct = 38.6
ys_cells = 1278
synth.distinct_cells = 81
numSynthFlops = 185

[pwr]
p_leak_nw = 6.34
p_per_area_nw_per_um2 = 101
power_w = 0.00153
vdd_ir_drop_max_v = 0.0000985

[global_routing]
track_usage_pct = 29.5
antenna_found_initial = 0
grt_pass1_wl_um = 56100
grt_max_degree = 66
grt_pass1_vias = 10027
overflow = 0

[cts]
postCtsSetupRepairBufs = 0
cts_resized = 0
cts_made_buffers = 17
cts-root-buf = "clkbuf_16"
numClockSinks = 185
cts_tree = "built"
clk_latency_ns = 0.44
clk_path_buf_depth = 2
cts-htree-levels = 4
clkTransAtPathRegs_ns = 0.07
hold_buffers = 0

[sta]
hold_viol = 0
worst-slew-pin-transition_ns = 0.827
relSlewSlack_pct = 44.7
rsz0062_at_grt = "false"
slew_violations = 0
setup_tns_ns = 0
max_clock_freq_ghz = 0.139
finalClockSkew_ns = 0.0193
min_period_ns = 7.19
setup_viol = 0
timing.final.crit_share_pct = 58.4

[finish]
flow.area_growth_from_synthesis_pct = 21.7
layout-drive-gt1-share_pct = 14.7
n_fill_cell = 2005
layout_top_cells = "clkdlybuf4s50_1, dfrtp_1, nand2_1"
layout.cells.non_filler = 1755
design_area_um2 = 15100
final_common_cell = "clkdlybuf4s50_1"

[place]
dp_hpwl_um = 26200
portBuffers = 187
placedInstanceArea_um2 = 14500
globalplace.congestion = 0.941
placed_cells = 1723

[critical_path]
critPathKind = "flop to output pin"
crit_chain = "nor3b_2 > buf_4 > mux2i_1 > or2_2 > fa_1 > nand2b_1 > a21oi_1 > o21ai_0 > a211oi_2 > o21ai_0 > xor2_1 > mux2i_1 > clkdlybuf4s50_1"
cp.arrival_ns = 4.73
cp-start-kind = "flop"
cp_slowest_stage_delay_ns = 0.58
cp_slowest_cell = "a211oi_2"
crit_fanout = 17
startpoint = "CTRL_REG[20]"
r2r-start = "last_HADDR[1]"
cp.required_ns = 9.84
cp-end-kind = "output pin"

[detailed_routing]
firstDrtPassIters = 5
first_iter_violations = 654
antenna_cells = 0
drt-total-wl_um = 35300
num_vias = 10285
drc = 0
wl_per_cell_um = 20.1
viasPerCell = 5.86
ant_nets = 0

[job]
maxCapViolCount = 0
tool_warnings = 48

[status]
status = "finished, final reports clean"

[worst_hold_path]
hp-class = "flop to flop"
hold_start = "state[0]"
-- kinds of logic (layout without fill, tap and decap cells) --
| logic type | after synthesis | count (layout) | synth area share [%] |
|---|---|---|---|
| compound gates | 308 | 308 | 16.3 |
| xor+xnor | 71 | 71 | 5.01 |
| fa+ha+maj | 41 | 41 | 4.25 |
| buf+inv | 117 | 269 | 4.07 |
| flops | 185 | 185 | 38.6 |
| mux | 198 | 198 | 17.4 |
| other cells | 2 | 3 | 0.0605 |
| simple gates | 356 | 356 | 14.4 |
-- flip-flops by register name (all words and copies together), names as in the netlist, named ones only --
signal       count
last_HSEL        1
last_HWRITE      1
SADDR_REG       32
DADDR_REG       32
rdata           32
CTRL_REG        32
SIZE_REG        16
state            2
TRIG_REG         1
last_HADDR      16
CNTR            16
last_HTRANS      1
-- metal layers --
metal | GRT usage, % | share of wire, % | vias to the layer above
li1 | - | - | 4937
met1 | 46.3 | 47 | 5008
met2 | 43.1 | 44 | 312
met3 | 8.77 | 8.3 | 26
met4 | 3.41 | 1.3 | 2
met5 | 2.08 | 0.20 | -
-- layout make-up --
class / instances / area (um2) / share of cell area [%]
inverter: 26 / 97.6 / 0.646
clock inverter: 15 / 171 / 1.14
timing repair buffer: 211 / 2050 / 13.6
tap: 324 / 405 / 2.68
clock buffer: 17 / 425 / 2.82
multi-input combinational: 977 / 7160 / 47.4
sequential: 185 / 4790 / 31.7
-- stage by stage --
| stage | setup slack (ns) | utilization [%] | hold WS [ns] |
|---|---|---|---|
| after floorplan | 6.47 | - | 0.453 |
| after global placement | 5.60 | 59.6 | 0.473 |
| after detailed placement | 5.63 | 59.6 | 0.478 |
| after CTS | 5.14 | 62.1 | 0.487 |
| after global routing | 4.88 | 62.1 | 0.512 |
| final | 5.11 | 62.1 | 0.480 |
-- synth_stat cells, types with 18 or more instances --
library cell	n	area [um2]
dfrtp_1	152	3800
nand2_1	138	518
mux2_2	127	1430
o21ai_0	89	445
a21oi_1	65	325
mux2i_1	60	601
clkbuf_1	59	221
nor2_1	52	195
xor2_1	50	438
ha_1	39	488
edfxtp_1	32	961
o211ai_1	28	210
inv_1	26	97.6
nand3_1	25	125
xnor2_1	21	184
and2_1	19	119
and3_1	19	119
nand2b_1	18	113
-- final timing paths --
| path | slack, ns | to | cells past startpoint |
|---|---|---|---|
| hold reg to reg | 0.48 | state[0] | 2 |
| setup / recovery | 5.11 | M_HADDR[18] | 13 |
| setup reg to reg | 8.92 | CTRL_REG[17] | 7 |
| min in group asynchronous | 1.99 | CTRL_REG[30] | 1 |
| max in group asynchronous | 8.65 | SIZE_REG[12] | 3 |
| hold / removal | 0.48 | state[0] | 2 |
-- critical path: cells and delay by family, from the launching register on --
family	cells	cell delay (ns)
mux	2	0.38
compound gates	4	1.27
fa+ha+maj	1	0.45
xor+xnor	1	0.18
simple gates	3	0.69
flops	1	0.47
buf+inv	2	0.83
-- power breakdown --
part,leakage (nW),switching [W],internal [W]
combinational,3.89,0.000116,0.000157
sequential,2.16,0.0000418,0.000662
clock,0.293,0.000279,0.000276
Power and IR drop assume default switching activity.
